[design.v]
module relogio_johnson(
    input reset,
    input clk,
    input LD,
    input [1:0] H_in1,
    input [3:0] H_in0,
    input [3:0] M_in1,
    input [3:0] M_in0,
    output reg [9:0] H_out1_johnson,
    output reg [9:0] H_out0_johnson,
    output reg [9:0] M_out1_johnson,
    output reg [9:0] M_out0_johnson,
    output reg [9:0] S_out1_johnson,
    output reg [9:0] S_out0_johnson,
    output reg reg_0_15s,
    output reg reg_15_30s,
    output reg reg_30_45s,
    output reg reg_45_59s
);
reg [3:0] cnt_sec_0;
reg [3:0] cnt_sec_1;
always @(posedge clk or posedge reset) begin
    if (reset) begin
        cnt_sec_0 <= 0;
        cnt_sec_1 <= 0;
    end
    else if (LD) begin
        cnt_sec_0 <= 0;
        cnt_sec_1 <= 0;
    end
    else begin
        if (cnt_sec_0 == 9) begin
            cnt_sec_0 <= 0;
            if (cnt_sec_1 == 5)
                cnt_sec_1 <= 0;
            else
                cnt_sec_1 <= cnt_sec_1 + 1;
        end
        else
            cnt_sec_0 <= cnt_sec_0 + 1;
    end
end
reg [3:0] cnt_min_0;
reg [3:0] cnt_min_1;
always @(posedge clk or posedge reset) begin
    if (reset) begin
        cnt_min_0 <= 0;
        cnt_min_1 <= 0;
    end
    else if (LD) begin
        cnt_min_0 <= M_in0;
        cnt_min_1 <= M_in1;
    end
    else if (cnt_sec_1 == 5 && cnt_sec_0 == 9) begin
        if (cnt_min_0 == 9) begin
            cnt_min_0 <= 0;
            if (cnt_min_1 == 5)
                cnt_min_1 <= 0;
            else
                cnt_min_1 <= cnt_min_1 + 1;
        end
        else
            cnt_min_0 <= cnt_min_0 + 1;
    end
end
reg [3:0] cnt_hr_0;
reg [1:0] cnt_hr_1;
always @(posedge clk or posedge reset) begin
    if (reset) begin
        cnt_hr_0 <= 0;
        cnt_hr_1 <= 0;
    end
    else if (LD) begin
        cnt_hr_0 <= H_in0;
        cnt_hr_1 <= H_in1;
    end
    else if (cnt_min_1 == 5 && cnt_min_0 == 9 && cnt_sec_1 == 5 && cnt_sec_0 == 9) begin
        if (cnt_hr_0 == 9) begin
            cnt_hr_0 <= 0;
            if (cnt_hr_1 == 2 && cnt_hr_0 == 3)
                cnt_hr_1 <= 0;
            else
                cnt_hr_1 <= cnt_hr_1 + 1;
        end
        else
            cnt_hr_0 <= cnt_hr_0 + 1;
    end
end
reg [5:0] tmp_s;
 always @(posedge clk or posedge reset) begin
        if (reset) begin
            tmp_s <= 0;
        end else if (LD) begin
            tmp_s <= 0;
        end else begin
            tmp_s <= tmp_s + 1;
            if (tmp_s >= 59) begin
                tmp_s <= 0;
            end
        end
    end
    always @(*) begin
        reg_0_15s = 0;
        reg_15_30s = 0;
        reg_30_45s = 0;
        reg_45_59s = 0;
        if (tmp_s < 15) begin
            reg_0_15s = 1;  
        end else if (tmp_s < 30) begin
            reg_15_30s = 1; 
        end else if (tmp_s < 45) begin
            reg_30_45s = 1; 
        end else if (tmp_s <= 59) begin
            reg_45_59s = 1;
        end
    end
always @(*) begin
    H_out0_johnson = 10'b0000000001 << cnt_hr_0;
    H_out1_johnson = 10'b0000000001 << cnt_hr_1;
    M_out0_johnson = 10'b0000000001 << cnt_min_0;
    M_out1_johnson = 10'b0000000001 << cnt_min_1;
    S_out0_johnson = 10'b0000000001 << cnt_sec_0;
    S_out1_johnson = 10'b0000000001 << cnt_sec_1;
end
endmodule
[run.sh]
#!/bin/bash
# OpenROAD 26Q1-2900-gdf79404cd8, Yosys 0.63+post, stock flow scripts
make -C /OpenROAD-flow-scripts/flow DESIGN_CONFIG=/design/flow/config.mk WORK_HOME=/design/flow/orfs finish
[config.mk]
export PLATFORM = sky130hd
export DESIGN_NAME = relogio_johnson
export DESIGN_NICKNAME = relogio_johnson
export VERILOG_FILES = /design/flow/design.v
export SDC_FILE = /design/flow/constraint.sdc
export NUM_CORES = 4
export LEC_CHECK = 1
export CORE_UTILIZATION = 40
[constraint.sdc]
current_design relogio_johnson

set clk_period 3.1
set clk_io_pct 0.2

create_clock -name clk0 -period $clk_period [get_ports {clk}]

set non_clock_inputs [all_inputs -no_clocks]
set_input_delay [expr $clk_period * $clk_io_pct] -clock clk0 $non_clock_inputs
set_output_delay [expr $clk_period * $clk_io_pct] -clock clk0 [all_outputs]
==> tab_implementation.tex <==
% Auto-generated results table
\begin{tabular}{lr}
\hline
Metric & Value \\
\hline
\multicolumn{2}{l}{\textbf{Final timing}} \\
Final setup violating endpoints & 0 \\
Final hold violation count & 0 \\
Post-layout min period & 2480 ps \\
Worst setup margin & roughly 620 ps \\
Final hold slack & 503 ps \\
F\_max & just over 400 MHz \\
Count of final max-slew check failures & 0 \\
Clock skew after layout & 2.52 ps \\
RSZ-0062 raised after global routing & false \\
Setup\_tns & 0 ps \\
Final Cycle Share & between 80\% and 90\% \\
\multicolumn{2}{l}{\textbf{Place}} \\
Global placement routability congestion & between 0.8 and 0.9 \\
Worst slack after detailed placement & around 930 ps \\
IO Port Bufs & roughly 74 \\
Total instance count after detailed placement & roughly 400 \\
Standard cell area after detailed placement & approximately 0.0029 sq mm \\
Half-perimeter wire length of the detailed placement result & between 3 and 4 mm \\
\multicolumn{2}{l}{\textbf{CTS}} \\
Max Buffers Root-to-Sink & 2 \\
Clock buffers created by TritonCTS & 3 \\
Clock latency on the worst-skew pair & roughly 270 ps \\
Post-cts hold buffer count & 0 \\
CTS sink cnt & 28 \\
Cts repair resizes & 0 \\
Post CTS Setup Buffer Count & 0 \\
Clock tree from TritonCTS & yes \\
Clock Root Buffer & sky130\_fd\_sc\_hd\_\_clkbuf\_8 \\
CTS H-Tree Depth & 1 \\
Clock slew at reported path FFs & $\sim$100 ps \\
\multicolumn{2}{l}{\textbf{Floorplanning}} \\
Num rows & 26 \\
Core footprint & around 0.0052 sq mm \\
Floorplan utilization & between 40 and 50\% \\
IO Pins & $\sim$80 \\
Chip footprint & 0.00588 sq mm \\
Vert. Die Dim & 76.7 um \\
Die width & approximately 77 um \\
\multicolumn{2}{l}{\textbf{Route}} \\
Final wirelength & about 5 mm \\
Vias post-DR & 1965 \\
Vias per Instance & 4.95 \\
Final antenna diode count & 0 \\
Iteration-0 DRC Markers & 71 \\
Antenna-violating nets left & 0 \\
Count of TritonRoute iterations in the first routing pass & 4 \\
DR WL/cell & 12.3 um \\
Count of unresolved DRC violations after routing & 0 \\
\multicolumn{2}{l}{\textbf{Finish}} \\
Most frequently placed logic cell in the final layout & sky130\_fd\_sc\_hd\_\_clkdlybuf4s50\_1 \\
Final non-filler cell total & 397 \\
Fraction of the core area covered by cells at the end of the flow & between 50\% and 60\% \\
Most numerous logic cells after layout & 74 x sky130\_fd\_sc\_hd\_\_clkdlybuf4s50\_1, 34 x sky130\_fd\_sc\_hd\_\_nor2\_1, 28 x sky130\_fd\_sc\_hd\_\_dfrtp\_1, 18 x sky130\_fd\_sc\_hd\_\_nand2\_1, 18 x sky130\_fd\_sc\_hd\_\_nor3\_1 \\
Signed area change from the synthesized netlist to the final layout & 33.2\% \\
Fill cells & approximately 500 \\
Layout cells sized above 1 & under 10\% \\
Final std cell area, no fill & approximately 0.003 sq mm \\
\multicolumn{2}{l}{\textbf{Synthesis}} \\
Cell area after synthesis & 0.00223 sq mm \\
Number of cells produced by synthesis & roughly 270 \\
Post-synth EDFFs & 0 \\
Top flip-flop cell by instance count after synthesis & sky130\_fd\_sc\_hd\_\_dfrtp\_1 \\
YS warnings & 1 \\
Average footprint of a synthesized cell & approximately 8.2 sq um \\
Post-synth ARST share & 100\% \\
Area of the synthesized netlist per yosys stat & $\sim$0.0022 sq mm \\
Synth top area share & 31.4\% \\
Largest area contributor in the netlist & sky130\_fd\_sc\_hd\_\_dfrtp\_1 \\
\# Cells Yosys & around 270 \\
Post-synthesis sequential area ratio & a little under a third \\
Flops out of synthesis & 28 \\
Top area cell types & sky130\_fd\_sc\_hd\_\_dfrtp\_1 31\%, sky130\_fd\_sc\_hd\_\_ha\_1 6.7\%, sky130\_fd\_sc\_hd\_\_nor2\_1 5.7\% \\
Number of distinct library cells after synthesis & 44 \\
\multicolumn{2}{l}{\textbf{Worst setup path}} \\
Worst r2r path cells & 4 \\
Reg-to-reg startpoint & cnt\_sec\_1[3]\$\_DFFE\_PP0P\_ \\
Setup slack of the worst register-to-register path & 1120 ps \\
Crit. Startpoint & cnt\_sec\_1[3]\$\_DFFE\_PP0P\_ \\
Critical Path Sink & S\_out1\_johnson[5] \\
Category of the worst setup path capture point & output pin \\
Data arrival time of the critical path & approximately 1900 ps \\
Category of the critical setup timing path & reg -> out \\
Reg-to-reg endpoint & cnt\_hr\_1[1]\$\_DFFE\_PP0P\_ \\
Type of element launching the critical path & flop \\
Top fanout value on the critical path & 9 \\
Critical path required time & about 2500 ps \\
\multicolumn{2}{l}{\textbf{Pwr}} \\
Cell Pwr Density & roughly 310 mW/mm\^{}2 \\
Total design power & slightly above 900 uW \\
Peak VDD IR & around 0.27 mV \\
Static Leak & about 1.3 nW \\
\multicolumn{2}{l}{\textbf{GRT}} \\
Initial antenna violation count & 0 \\
Global-route wire length before repair & around 8.3 mm \\
Global route total overflow & 0 \\
Total routing resource utilization after global routing & between 10\% and 20\% \\
Vias in the first global route & about 1700 \\
Maximum number of pins on one net before global-route repair & 29 \\
\multicolumn{2}{l}{\textbf{Flow run}} \\
Log Warnings & 31 \\
Number of max-capacitance violations reported & 0 \\
\multicolumn{2}{l}{\textbf{Min path}} \\
Kind of path behind the tightest hold check & reg -> reg \\
\multicolumn{2}{l}{\textbf{Outcome}} \\
Result of the run & finished, final reports clean \\
\hline
\end{tabular}
[worst min path at each step]
stage | cells past startpoint | from | to
6_report | 1 | tmp_s[0]$_DFF_PP0_ | tmp_s[0]$_DFF_PP0_
5_1_grt | 1 | tmp_s[0]$_DFF_PP0_ | tmp_s[0]$_DFF_PP0_
4_1_cts | 1 | tmp_s[0]$_DFF_PP0_ | tmp_s[0]$_DFF_PP0_
[layer usage]
| layer | wire length, um | GRT usage (%) | vias up |
|---|---|---|---|
| met5 | 0 | 0 | - |
| met4 | 16 | 0.769 | 0 |
| met3 | 270 | 3.26 | 2 |
| met2 | 2000 | 24.7 | 47 |
| met1 | 2600 | 28.7 | 902 |
| li1 | - | - | 1014 |
[where the power goes]
| part | internal [mW] | total, mW | switching [mW] |
|---|---|---|---|
| combinational | 0.117 | 0.189 | 0.0721 |
| sequential | 0.388 | 0.439 | 0.0512 |
| clock | 0.173 | 0.292 | 0.119 |
[logic make-up (layout without fill, tap and decap cells)]
family,after synthesis,after routing,synth area share (%)
flip-flops,28,28,31.4
other,1,6,0.168
XOR/XNOR,9,9,3.54
buffers and inverters,46,95,11.2
AND/OR/NAND/NOR,137,137,33.5
AND-OR/OR-AND,32,32,9.71
multiplexers,8,8,3.70
adder cells (fa/ha/maj),12,12,6.73
[cell usage after synthesis (6+ instances only)]
| cell type | number |
|---|---|
| sky130_fd_sc_hd__nor3_1 | 18 |
| sky130_fd_sc_hd__buf_4 | 8 |
| sky130_fd_sc_hd__ha_1 | 12 |
| sky130_fd_sc_hd__buf_2 | 8 |
| sky130_fd_sc_hd__nor2_1 | 34 |
| sky130_fd_sc_hd__nand3_1 | 7 |
| sky130_fd_sc_hd__dfrtp_1 | 28 |
| sky130_fd_sc_hd__nor4_1 | 7 |
| sky130_fd_sc_hd__mux2i_1 | 6 |
| sky130_fd_sc_hd__and3_1 | 6 |
| sky130_fd_sc_hd__nand2b_1 | 11 |
| sky130_fd_sc_hd__nand2_1 | 18 |
| sky130_fd_sc_hd__clkbuf_1 | 9 |
| sky130_fd_sc_hd__inv_1 | 15 |
| sky130_fd_sc_hd__and2_1 | 6 |
| sky130_fd_sc_hd__o21ai_0 | 13 |
| sky130_fd_sc_hd__nor2b_1 | 13 |
[flip-flops by register name, summed over array words and instances, names as in the netlist]
register   flops
tmp_s          6
cnt_hr_0       4
cnt_hr_1       2
cnt_sec_0      4
cnt_min_1      4
cnt_min_0      4
cnt_sec_1      4
[critical path: stages (launching register included)]
cell,delay (ps)
sky130_fd_sc_hd__dfrtp_1,480
sky130_fd_sc_hd__and4bb_1,560
sky130_fd_sc_hd__clkdlybuf4s50_1,540
[area by class of cell]
class,instances,area (sq um),share of cell area [%]
multi-input combinational,204,1300,43.7
timing repair buffer,76,756,25.5
sequential,28,701,23.6
tap,70,87.6,2.95
inverter,15,56.3,1.90
clock buffer,3,41.3,1.39
clock inverter,1,30.0,1.01
Power is estimated from default activity; no workload was simulated.
